==> design/flow/design.v <==
module debouncer_edge_det #(
    parameter CLK_HZ = 125_000_000,
    parameter DEBOUNCE_MS = 10
)(
    input  wire clk,
    input  wire rst,
    input  wire btn_in,      
    output reg  btn_pulse    
);
    localparam integer THRESHOLD = (CLK_HZ / 1000) * DEBOUNCE_MS;
    reg [20:0] count;        
    reg btn_sync_0, btn_sync_1;  
    reg btn_stable;          
    reg btn_stable_prev;     
    always @(posedge clk or posedge rst) begin
        if (rst) begin
            btn_sync_0 <= 0;
            btn_sync_1 <= 0;
        end else begin
            btn_sync_0 <= btn_in;
            btn_sync_1 <= btn_sync_0;
        end
    end
    always @(posedge clk or posedge rst) begin
        if (rst) begin
            count <= 0;
            btn_stable <= 0;
        end else begin
            if (btn_sync_1 != btn_stable) begin
                if (count >= THRESHOLD) begin
                    btn_stable <= btn_sync_1;
                    count <= 0;
                end else begin
                    count <= count + 1;
                end
            end else begin
                count <= 0;
            end
        end
    end
    always @(posedge clk or posedge rst) begin
        if (rst) begin
            btn_stable_prev <= 0;
            btn_pulse <= 0;
        end else begin
            btn_stable_prev <= btn_stable;
            btn_pulse <= btn_stable && !btn_stable_prev;
        end
    end
endmodule
module lab1_top (
    input  wire        clk,       
    input  wire        rst_n,     
    input  wire        btn0,      
    input  wire        btn1,      
    output reg  [3:0]  leds       
);
    localparam [2:0] S0 = 3'b000;   
    localparam [2:0] S1 = 3'b001;   
    localparam [2:0] S2 = 3'b010;   
    localparam [2:0] S3 = 3'b011;   
    localparam [2:0] S4 = 3'b100;   
    localparam [2:0] S5 = 3'b101;   
    reg [2:0] current_state;
    reg [2:0] next_state;
    wire btn0_pulse;
    wire btn1_pulse;
    reg mode_a;               
    reg speed_fast;           
    reg [28:0] tick_counter;  
    wire tick;                
    localparam ONE_SECOND = 125_000 - 1;
    localparam THREE_SECOND = 375_000 - 1;
    debouncer_edge_det #(
        .CLK_HZ(125_000_000),
        .DEBOUNCE_MS(10)
    ) btn0_inst (
        .clk(clk),
        .rst(!rst_n),
        .btn_in(btn0),
        .btn_pulse(btn0_pulse)
    );
    debouncer_edge_det #(
        .CLK_HZ(125_000_000),
        .DEBOUNCE_MS(10)
    ) btn1_inst (
        .clk(clk),
        .rst(!rst_n),
        .btn_in(btn1),
        .btn_pulse(btn1_pulse)
    );
    assign tick = (speed_fast) ? (tick_counter == ONE_SECOND) : (tick_counter == THREE_SECOND);
    always @(posedge clk or negedge rst_n) begin
        if (!rst_n) begin
            tick_counter <= 0;
        end else begin
            if (tick) begin
                tick_counter <= 0;
            end else begin
                tick_counter <= tick_counter + 1;
            end
        end
    end
    always @(posedge clk or negedge rst_n) begin
        if (!rst_n) begin
            mode_a <= 1'b1;   
        end else if (btn0_pulse) begin
            mode_a <= ~mode_a;   
        end
    end
    always @(posedge clk or negedge rst_n) begin
        if (!rst_n) begin
            speed_fast <= 1'b1;   
        end else if (btn1_pulse) begin
            speed_fast <= ~speed_fast;   
        end
    end
    always @(posedge clk or negedge rst_n) begin
        if (!rst_n) begin
            current_state <= S0;
        end else if (btn0_pulse) begin
            current_state <= S0;
        end else if (tick) begin
            current_state <= next_state;
        end
    end
    always @(*) begin
        if (mode_a) begin
            case (current_state)
                S0: next_state = S1;
                S1: next_state = S2;
                S2: next_state = S3;
                S3: next_state = S4;
                S4: next_state = S5;
                S5: next_state = S0;
                default: next_state = S0;
            endcase
        end else begin
            case (current_state)
                S0: next_state = S1;
                S1: next_state = S2;
                S2: next_state = S3;
                S3: next_state = S0;
                default: next_state = S0;
            endcase
        end
    end
    always @(*) begin
        case (current_state)
            S0: leds = 4'b0001;   
            S1: leds = 4'b0010;   
            S2: leds = 4'b0100;   
            S3: leds = 4'b1000;   
            S4: leds = 4'b0100;   
            S5: leds = 4'b0010;   
            default: leds = 4'b0000;
        endcase
    end
endmodule
==> design/flow/run.sh <==
#!/bin/bash
# OpenROAD 26Q1-2900-gdf79404cd8, Yosys 0.63+post, stock flow scripts
make -C /OpenROAD-flow-scripts/flow DESIGN_CONFIG=/design/flow/config.mk WORK_HOME=/design/flow/orfs finish
==> design/flow/config.mk <==
export PLATFORM = sky130hd
export DESIGN_NAME = lab1_top
export DESIGN_NICKNAME = lab1_top
export VERILOG_FILES = /design/flow/design.v
export SDC_FILE = /design/flow/constraint.sdc
export NUM_CORES = 4
export LEC_CHECK = 1
export CORE_UTILIZATION = 40
==> design/flow/constraint.sdc <==
current_design lab1_top

set clk_period 6.2
set clk_io_pct 0.2

create_clock -name clk0 -period $clk_period [get_ports {clk}]

set non_clock_inputs [all_inputs -no_clocks]
set_input_delay [expr $clk_period * $clk_io_pct] -clock clk0 $non_clock_inputs
set_output_delay [expr $clk_period * $clk_io_pct] -clock clk0 [all_outputs]
==> results_slide.txt <==
Synthesis and Place & Route Summary

Yosys
  – Count of unique library cells instantiated by Yosys: 54
  – Most common flop cell mapped by yosys: dfrtp_1
  – Number of enable-type register cells in the synthesized netlist: 0
  – Cells taking the most area after synthesis: dfrtp_1 (48%), xnor2_1 (5.0%), xor2_1 (4.6%)
  – Netlist Area Pre-Place: 4520 sq um
  – Mean Syn Cell Area: 10.3 sq um
  – Share of the synthesized area in the top cell type: 0.476
  – Synthesized chip area reported by yosys: 4520 sq um
  – Fraction of the yosys area taken by sequential cells: 0.493
  – Area leader, netlist: dfrtp_1
  – Count of instantiated cells in the yosys netlist: 439
  – Post-synthesis instance total: 439
  – Flop and latch count out of synthesis: 89
  – Fraction of synthesis flops using an asynchronous set or reset pin: 1.00
  – Synth warn: 2

Worst setup path
  – Cell family with the largest share of critical-path delay: flip-flops
  – Critical path data required time: 4960 ps
  – Critical path start-end classification: flop to output pin
  – Logic depth of the worst path, buffers included: 2
  – Minimum setup slack among reg-to-reg paths: 3750 ps
  – Ordered list of cells on the worst path: or2_2 -> clkdlybuf4s50_1
  – Kind of end point of the critical path: output pin
  – Worst-path fanout max: 4
  – CP startpoint kind: flop
  – R2R depth: 5
  – Maximum single-stage delay on the critical path: 400 ps
  – Data arrival time of the critical path: 1430 ps
  – Slowest-stage cell, CP: dfrtp_1
  – Buf+Inv Stages, Crit Path: 1

Route
  – Count of routing violations after the opening detailed-route iteration: 184
  – Detail Route met2 WL: 3750 um
  – DR vias: 3,191
  – Remaining routing DRC violations: 0
  – Total wire length: 8340 um
  – Antenna-violating nets left: 0
  – Top routing layer in use: met4
  – Average vias per placed instance: 5.45
  – Inserted Diodes: 0
  – TritonRoute pass-1 iters: 4
  – Detailed route wirelength on metal3: 266 um
  – Met1 wire length: 4230 um
  – Routed len/inst: 14.2 um

CTS
  – PostCTS Resize Cnt: 0
  – Number of buffers created by CTS: 9
  – Number of buffers added for setup after CTS: 0
  – Clock Sinks: 89
  – Clock latency (worst-skew pair): 330 ps
  – CTS tree: done
  – Clock-pin slew on the worst setup and hold paths: 60 ps
  – Number of H-tree levels: 3
  – Clock root buffer: clkbuf_16
  – Total of hold buffers inserted after clock tree synthesis: 0
  – Max Root-Sink Buffers: 2

Floorplanning
  – Number of placed I/O pins: 8
  – Placement row count: 38
  – Area inside the core boundary: 10,900 sq um
  – Floorplan utilization: 0.413
  – Total die size: 11,700 sq um
  – Die boundary width: 108 um
  – Height of the die: 108 um

Final timing
  – Max transition margin: 0.368
  – Minimum period implied by the final worst setup slack: 2670 ps
  – Setup TNS Final: 0 ps
  – Maximum clock frequency: 375 MHz
  – Final Hold Violation Tally: 0
  – Transition time at the pin with the least slew margin: 948 ps
  – Final Max Slew Viols: 0
  – Post-layout period usage: 0.430
  – Post-Route Hold Slack: 350 ps
  – Finish-stage setup viols: 0
  – Clock skew: 5.03 ps
  – Unrepaired setup endpoints after global routing: false

Pwr
  – P_leak: 2.01 nW
  – Power density cells: 229 nW/um^2
  – Total power draw: 0.00115 W
  – Max VDD drop: 0.201 mV

Status
  – Run status: complete, no violations

Run
  – Count of tool warnings: 29
  – Max-Cap Viols: 0

Final layout
  – Most instantiated logic cells after routing: dfrtp_1 (86), nor3_1 (34), nand3_1 (27)
  – Most frequent standard cell in the layout excluding fill and tap cells: dfrtp_1
  – Total of fill cells in the finished design: 997
  – Share of final-layout standard cells stronger than drive strength 1: 0.0919
  – Post-synthesis to final-layout area growth: 10.4%

Global route
  – Largest net degree at the start of global routing: 52
  – Global-route wire length before repair: 14,400 um
  – Number of antenna violations at the first check in global routing: 0
  – Number of global-route vias before repair: 3,024
  – Total track usage: 0.156
  – GRT overflow: 0

Min path
  – Worst hold path cell count: 0
  – Type of the worst min-delay path: flop to flop

Place
  – RePlAce Congestion: 0.827
  – Estimated wirelength of the detail-placed design: 5420 um
  – Count of buffers inserted at the top-level ports: 7
## synthesized netlist by cell type (all sizes together), types with 3 or more instances
cell type	number
ha	5
xnor2	26
nor2	20
nand2b	6
or4	4
clkbuf	12
nand3	27
o31ai	4
nor4	13
dfrtp	86
nor3	34
inv	14
nand2	25
or2	5
or3	14
buf	8
and4	10
a21oi	3
o21ai	16
mux2i	7
and3	6
nor3b	4
nor2b	4
a211oi	14
xor2	24
dfstp	3
o211ai	3
nand4	22
## metal layers
layer / vias up / global-route usage
li1: 1608 / -
met1: 1522 / 0.249
met2: 54 / 0.236
met3: 7 / 0.0276
met4: 0 / 0.0183
met5: - / 0
## flip-flops by register name (all words and copies together), names as in the netlist, 6 cells and up
name,count
current_state,6
tick_counter,29
btn1_inst.count,21
btn0_inst.count,21
## path summary, 6_finish.rpt
kind / endpoint / from
setup / recovery: leds[2] / current_state[1]
hold / removal: btn0_inst.btn_sync_1 / btn0_inst.btn_sync_0
setup reg to reg: btn0_inst.btn_stable / btn0_inst.count[4]
hold reg to reg: btn0_inst.btn_sync_1 / btn0_inst.btn_sync_0
max in group asynchronous: btn1_inst.count[5] / rst_n
min in group asynchronous: tick_counter[24] / rst_n
## cell families after synthesis
logic type	share of synthesized area
simple gates	0.268
flops	0.493
fa+ha+maj	0.0138
mux	0.0180
xor+xnor	0.0969
compound gates	0.0747
buf+inv	0.0349
## worst register-to-register path, cell delays in order, from the launching register on
cell      delay [ps]
dfrtp_1          540
o211a_1          190
o211ai_1         110
a221oi_2         830
buf_4            330
mux2_2           340
## power by group
part           leakage [nW]  total (W)  internal, W  switching [W]
combinational         0.672  0.0000263   0.00000677      0.0000196
sequential             1.21   0.000589     0.000585     0.00000416
clock                 0.133   0.000530     0.000313       0.000216
## metrics by stage
step	util	std cells	setup slack [ps]	instance area, sq um
finish	0.457	586	3530	4990
global route	0.457	586	3470	4990
CTS	0.457	586	3510	4990
detailed placement	0.430	570	3780	4700
global placement	0.430	570	3810	4700
floorplan	-	439	4320	4520
## layout make-up
class	count	area [sq um]	area share
multi-input cells	315	2140	0.428
inverters	14	52.6	0.0105
clock buffers	12	236	0.0474
repair buffers	12	105	0.0211
flip-flops and latches	89	2230	0.447
clock inverters	4	53.8	0.0108
well taps	140	175	0.0351
Power figures rest on the tool's default switching activity, not on a simulated workload.
